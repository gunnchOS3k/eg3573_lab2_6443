`./run.sh`:
```
#!/bin/bash
# OpenROAD 26Q1-2900-gdf79404cd8, Yosys 0.63+post, stock flow scripts
make -C /OpenROAD-flow-scripts/flow DESIGN_CONFIG=/design/flow/config.mk WORK_HOME=/design/flow/orfs finish
```
`./config.mk`:
```
export PLATFORM = sky130hd
export DESIGN_NAME = rtl_16bit_adder
export DESIGN_NICKNAME = rtl_16bit_adder
export VERILOG_FILES = /design/flow/design.v
export SDC_FILE = /design/flow/constraint.sdc
export NUM_CORES = 4
export LEC_CHECK = 1
export CORE_AREA = 10 10 70 70
export DIE_AREA = 0 0 80 80
```
`./constraint.sdc`:
```
current_design rtl_16bit_adder

set clk_period 12.4
set clk_io_pct 0.2

create_clock -name clk0 -period $clk_period

set non_clock_inputs [all_inputs -no_clocks]
set_input_delay [expr $clk_period * $clk_io_pct] -clock clk0 $non_clock_inputs
set_output_delay [expr $clk_period * $clk_io_pct] -clock clk0 [all_outputs]
```
`./design.v`:
```
module rtl_16bit_adder(
    input [15:0] a,
    input [15:0] b,
    input cin,
    output [15:0] sum,
    output cout
);
    wire [15:0] carry;   
    assign {carry[0], sum[0]} = a[0] + b[0] + cin;
    genvar i;
    generate
        for (i = 1; i < 16; i = i + 1) begin : adder_loop
            assign {carry[i], sum[i]} = a[i] + b[i] + carry[i-1];
        end
    endgenerate
    assign cout = carry[15];
endmodule
```
==> flow_summary.yaml <==
# generated from flow reports
setup_path:
  slowest_delay_ns: 0.45
  crit_start: "a[0]"
  crit_path_end: "sum[15]"
  path_cells: "clkdlybuf4s50_1 -> inv_1 -> fa_1 -> inv_1 -> fa_1 -> fa_1 -> fa_1 -> fa_1 -> fa_1 -> fa_1 -> fa_1 -> fa_1 -> fa_1 -> fa_1 -> fa_1 -> fa_1 -> fa_1 -> fa_1 -> inv_1 -> fa_1 -> inv_1 -> clkdlybuf4s50_1"
  worstSetupPathType: "in -> out"
  setup.worst_path.start_class: "input pin"
  cpMaxStageDelayCell: "clkdlybuf4s50_1"
  critPathMaxFanout: 1
  cpMostUsedCell: "fa_1"
  cp.required_ns: 9.92
  worstSetupEndpointType: "primary output"
  critPathArrivalTime_ns: 9.57
route:
  viasPerCell: 3.24
  drc: 0
  num_antenna_cells: 0
  dr.pass1.iters: 2
  wl_um: 1580
  ant_nets: 0
  drt-wirelength-per-cell_um: 12.9
  drtIter0Drc: 1
  num_vias: 395
cells_and_area:
  fill_cells: 362
  clockBufferCount: 0
  syn_to_final_growth_pct: 156
  post-route-util: 0.268
  flop-count: 0
  final-comb-area_sq_um: 320
  fin_cells: 122
  drive_gt1_frac: 0
  ff_latch_area_sq_um: 0
synthesis:
  netlist_instances: 26
  synth_area_per_cell_sq_um: 13.8
  ys_area_sq_um: 358
  yosys_warnings: 0
  synth.distinct_cells: 2
  yosysSeqAreaShare: 0
  yosys_cells: 26
  syn_area_sq_um: 358
floorplan:
  fp_util: 0.105
  die_h_um: 80
  pin_count: 50
  die_area_sq_mm: 0.00640
  placementRows: 21
  fp.coreArea_sq_mm: 0.00342
  die_width_um: 80
grt:
  grt_use_total: 0.0448
  grt_pass1_wl_um: 2180
  antenna_found_initial: 0
  grt_remaining_overflow: 0
  grt_start_max_net_pins: 2
  grt_pass1_vias: 431
timing:
  relSlewSlack: 0.924
  hold_viol_final: 0
  slew_viol_final: 0
  layout_min_cycle_time_ns: 12.05
  finalSetupTns_ns: 0
  period_used_share: 0.972
  setup_violations: 0
  worst_slack_ns: 0.347
  worst_pin_slew_ns: 0.113
  grt_setup_unrepaired: "false"
  fmax_mhz: 83.0
placement:
  placed_cells: 122
  dp_slack_ns: 0.310
  finalWeightedCongestion: 0.831
  hpwlAfterDp_um: 1570
  port_buffers: 50
clocking:
  cts_hold_buf: 0
  postCtsResizedCells: 0
  postCtsSetupRepairBufs: 0
power:
  total_leakage_power_nw: 0.366
  ir_drop_mv: 0.0161
  p_total_mw: 0.0435
  pwr_density_cell_mw_per_mm2: 47.5
flow_run:
  maxCapViolations: 0
  log.warning_count: 32
worst_hold_path:
  hold_path_class: "in -> out"
  min_from: "cin"
run_status:
  status: "complete, no violations"
-- through the flow --
step	instance area, sq um	hold slack (ns)
5_1_grt	916	6.05
3_3_place_gp	916	6.01
3_5_place_dp	916	6.02
2_1_floorplan	358	5.07
6_report	916	6.02
4_1_cts	916	6.03
-- worst min path at each step --
stage | endpoint | cells after the start | slack [ns]
4_1_cts | sum[0] | 5 | 6.03
5_1_grt | sum[0] | 5 | 6.05
6_report | sum[0] | 5 | 6.02
-- critical path: cells and delay by family --
kind | cells | cell delay, ns
adder cells (fa/ha/maj) | 16 | 5.95
buffers and inverters | 6 | 1.12
-- cell families after synthesis --
| group | count (synthesis) | share of synthesized area |
|---|---|---|
| adder cells (fa/ha/maj) | 16 | 0.895 |
| buffers and inverters | 10 | 0.105 |
-- cell usage in the layout, fill, tap and decap left out --
master	netlist	layout
inv_1	10	10
fa_1	16	16
clkdlybuf4s50_1	0	50
-- cell usage after synthesis --
cell | instances | area share
fa_1 | 16 | 0.90
inv_1 | 10 | 0.10
-- report_power, final --
part | switching, mW | internal [mW] | leakage [nW]
Sequential | 0 | 0 | 0
Clock | 0 | 0 | 0
Combinational | 0.0113 | 0.0322 | 0.366
-- area by class of cell --
cell class / instances / share of cell area
inverter: 10 / 0.0410
multi-input combinational: 16 / 0.350
tap: 46 / 0.0628
timing repair buffer: 50 / 0.546
-- per-layer routing --
layer	vias to the layer above	share of wire	global-route usage
li1	168	-	-
met1	178	0.42	0.0566
met2	49	0.28	0.0554
met3	0	0.30	0.0455
met4	0	0	0
met5	-	0	0
Power and IR drop assume default switching activity.
