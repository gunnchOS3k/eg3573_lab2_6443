==> /design/flow/design.v <==
module rtl_4bit_adder(
    input [3:0] a,
    input [3:0] b,
    input cin,
    output [3:0] sum,
    output cout
);
    wire [2:0] carry;
    assign {carry[0], sum[0]} = a[0] + b[0] + cin;
    assign {carry[1], sum[1]} = a[1] + b[1] + carry[0];
    assign {carry[2], sum[2]} = a[2] + b[2] + carry[1];
    assign {cout, sum[3]} = a[3] + b[3] + carry[2];
endmodule
==> /design/flow/run.sh <==
#!/bin/bash
# OpenROAD 26Q1-2900-gdf79404cd8, Yosys 0.63+post, stock flow scripts
make -C /OpenROAD-flow-scripts/flow DESIGN_CONFIG=/design/flow/config.mk WORK_HOME=/design/flow/orfs finish
==> /design/flow/config.mk <==
export PLATFORM = sky130hd
export DESIGN_NAME = rtl_4bit_adder
export DESIGN_NICKNAME = rtl_4bit_adder
export VERILOG_FILES = /design/flow/design.v
export SDC_FILE = /design/flow/constraint.sdc
export NUM_CORES = 4
export LEC_CHECK = 1
export CORE_AREA = 10 10 70 70
export DIE_AREA = 0 0 80 80
==> /design/flow/constraint.sdc <==
current_design rtl_4bit_adder

set clk_period 3.0
set clk_io_pct 0.2

create_clock -name clk0 -period $clk_period

set non_clock_inputs [all_inputs -no_clocks]
set_input_delay [expr $clk_period * $clk_io_pct] -clock clk0 $non_clock_inputs
set_output_delay [expr $clk_period * $clk_io_pct] -clock clk0 [all_outputs]
==> Changelog: implementation <==
### Metrics

- Outcome: complete, no violations
- Die Y: 80 um
- RSZ-0062 raised after global routing: no
- Register share after synthesis: 0%
- Vias/cell: around 1.7
- Setup violations, final: 0
- LEAKAGE: roughly 0.00015 uW
- Clock power frac: 0%
- CP Max Fanout: 1
- First-pass GRT wire length: roughly 610 um
- Most frequent cells in the layout: clkdlybuf4s50_1 (6), inv_1 (5), inv_2 (5), clkbuf_2 (4), fa_2 (3)
- P per Cell Area: roughly 140 mW/mm^2
- FF+latch area: 0 um^2
- Vias in the first global route: ~130
- Maximum VDD drop: between 0.00004 and 0.00005 V
- Hold depth: 5
- Dpl cell area: around 320 um^2
- Die width: 80 um
- Ratio of cells with drive above 1 in the final layout: a little over two fifths
- Tot Pwr: 42.0 uW
- Place WS: -0.701 ns
- Hold Crit Class: in2out
- N_diodes: 0
- Largest net degree at the start of global routing: 2
- Gr ovfl total: 0
- Max-cap viol count: 0
- Seq pwr share: 0%
- Final worst slack: 0.134 ns
- Setup Buffers After CTS: 0
- Final worst path period share: ~96%
- # DRC: 0
- Antenna viol nets, final: 0
- Initial antenna violation count: 0
- Syn Std Cell Area: 118 um^2
- Final sequential cell count: 0
- Syn_area_per_cell: approximately 8.4 um^2
- Slew margin rel.: around 90%
- Final Max Slew Viols: 0
- Pre-antenna DRT Iters: 1
- Hold Violations, Final: 0
- Minimum clock period: ~2.9 ns
- # Cells Yosys: 14
- Wire per inst: ~5.5 um
- IO Pins: 14
- # rows: 21
- Setup crit start kind: input port
- Total track usage: roughly 1.2%
- Routed vias: approximately 130
- Routed wire length: between 400 and 500 um
- Logic area: 87.6 um^2
- Yosys Warn Count: 0
- Final Cell Area: 305 um^2
- Instance count of the mapped netlist: 14
- Crit end category: output pin
- Setup CP Type: in2out
- Pre-Place Util: under 10%
- Post-DP HPWL: around 430 um
- Fillers: between 400 and 500
- Fmax: 349 MHz
- Switching Share: 33.5%
- I/O Buffers: 14
- Setup TNS: 0 ns
- Logic pwr share: roughly 100%
- CORE AREA: ~0.0034 mm^2
- Initial drt markers: 0
- Switching power: 14.1 uW
- Commonest Layout Cell: clkdlybuf4s50_1
- Yosys synthesis chip area: between 100 and 150 um^2
- Tool Warnings: 33
- Critical Path AT: approximately 2.3 ns
- GP Congestion: 0.761
- Number of library cell types mapped by synthesis: 2
- Post-layout util: ~9%
- Clock buf count: 0
- Slew at the pin with the worst max-slew slack: around 0.11 ns
- Syn-to-layout area delta: 160%
- Die ar.: approximately 0.0064 mm^2
- Pint: 27.9 uW
- Crit path required time: 2.40 ns
layer usage:
metal	track usage, %	vias up	part of all wire [%]
li1	-	60	-
met1	1.67	52	47
met2	1.61	13	28
met3	0.795	0	25
met4	0	0	0
met5	0	-	0
Yosys cell counts:
master  count  area (um^2)
inv_1      10         37.5
fa_1        4         80.1
power by group through the flow:
stage         logic, uW  clock network [uW]  registers [uW]
finish             42.0                   0               0
global route       48.6                   0               0
CTS                46.2                   0               0
what timing repair did:
action / CTS / global route
hold buffers: 0 / 0
gates cloned: 0 / 0
endpoints found under the setup margin: 4 / 2
pin swaps: 3 / 4
gates resized: 14 / 10
critical path, stage by stage:
cell,delay (ns)
clkbuf_2,0.09
inv_2,0.05
fa_2,0.19
inv_2,0.04
fa_2,0.34
fa_2,0.34
inv_2,0.06
fa_1,0.40
inv_1,0.06
clkbuf_2,0.09
through the flow:
| step | hold WS [ns] | std cells |
|---|---|---|
| 4_1_cts | 2.09 | 74 |
| 5_1_grt | 1.99 | 74 |
| 3_3_place_gp | 2.24 | 74 |
| 6_report | 1.93 | 74 |
| 3_5_place_dp | 2.25 | 74 |
| 2_1_floorplan | 1.31 | 14 |
cell families (layout without fill, tap and decap cells):
family	after synthesis	after routing	synth area share [%]
adder cells (fa/ha/maj)	4	4	68.1
buffers and inverters	10	24	31.9
path summary, 6_finish.rpt:
path / startpoint / endpoint / slack (ns)
setup / recovery: a[0] / sum[3] / 0.13
hold / removal: b[3] / sum[3] / 1.93
cell type report:
| cell class | count | share of cell area (%) |
|---|---|---|
| repair buffers | 14 | 40.2 |
| multi-input cells | 4 | 28.7 |
| well taps | 46 | 18.9 |
| inverters | 10 | 12.3 |
Power figures rest on the tool's default switching activity, not on a simulated workload.
