$ cat ./config.mk
export PLATFORM = sky130hd
export DESIGN_NAME = mux32
export DESIGN_NICKNAME = mux32
export VERILOG_FILES = /design/flow/design.v
export SDC_FILE = /design/flow/constraint.sdc
export NUM_CORES = 4
export LEC_CHECK = 1
export CORE_AREA = 10 10 70 70
export DIE_AREA = 0 0 80 80
$ cat ./constraint.sdc
current_design mux32

set clk_period 1.8
set clk_io_pct 0.2

create_clock -name clk0 -period $clk_period

set non_clock_inputs [all_inputs -no_clocks]
set_input_delay [expr $clk_period * $clk_io_pct] -clock clk0 $non_clock_inputs
set_output_delay [expr $clk_period * $clk_io_pct] -clock clk0 [all_outputs]
$ cat ./design.v
module mux32(
    input [31:0] in,   
    input [4:0] select,  
    output out  
);
    assign out = in[select];  
endmodule
$ cat ./run.sh
#!/bin/bash
# OpenROAD 26Q1-2900-gdf79404cd8, Yosys 0.63+post, stock flow scripts
make -C /OpenROAD-flow-scripts/flow DESIGN_CONFIG=/design/flow/config.mk WORK_HOME=/design/flow/orfs finish
==> notes.md <==
impl run done, here's what came out: slowest CP cell=clkdlybuf4s50_1, Chip Area=0.00640 mm², Net Sw Frac=34.9%, drt wl/cell=11.8 µm, Max-Cap Viols=0, Netlist cell types=15, Flop pwr share=0%, flip-flops=0, share of cells above drive strength 1=22.0%, Worst Max-Slew Pin Slew=178 ps, worst path arrival time=1450 ps, Pins Over Slew Limit=0, GR Overflow Total=0, power per cell area=189 mW/mm², vias in the first global route=464, Combinational Power Share=100.0%, vias=449, tool warnings=34, area leader, netlist=mux2i_1, sw power=0.0516 mW, first-pass detailed-route iteration total=4, Top cells by area=mux2i_1, a22oi_1, nand2_1, chip height=80 µm, Mapped Cells=41, status=finished, violations left, hold_ws=1230 ps, via/cell ratio=3.48, CP Capture Type=primary output, Seq share, synth=0%, setup ws final=-5.50 ps, CP Max Fanout=1, final hold viol count=0, unrepaired setup endpoints after global routing=yes, pre-CTS WS=-893 ps, Yosys chip area=325 µm², Detailed Route WL=1.53 mm, peak supply drop=0.0387 mV, Crit Path Category=input pin to primary output, yosys cell count=41, initial antenna violation count=1, Final min period=1810 ps, largest net degree at the start of global routing=9, worst hold path class=input pin to primary output, Port-buffer cells=38, fin crit share=100%, synthesis-to-finish area growth=140%, failing checks=negative setup slack, cell leakage power=0.364 nW, yosys warning tally=0, Rows=21, P_int=0.0960 mW, synthesized area=325 µm², Overall Global Routing Usage=4.44%, Iteration-0 DRC Markers=23, crit path cell chain=clkdlybuf4s50_1, mux2i_1, a22oi_1, a311o_1, buf_2, Final HPWL DP=1.42 mm, critical path startpoint category=input pin, core area=0.00342 mm², die width=80 µm, clkbuf count=0, Clock power frac=0%, most numerous logic cells after layout=dlygate4sd2_1, mux2i_1, nand2_1, clkdlybuf4s50_1, biggest cell delay along the critical path=400 ps, Max transition margin=87.8%, setup TNS=-5.50 ps, area occupied by registers=0 µm², Peak Freq=554 MHz, # DRC=0, Critical Path RT=1440 ps, count of final setup violators=1, io pins=38, Initial Util=9.52%, RePlAce Congestion=0.764, Syn Area/Cell=7.93 µm², top logic cell by instance count in the layout=dlygate4sd2_1, first-pass GRT wire length=2.30 mm, ANT nets after route=0, Top cell area share=49.2%
worst max-delay path: cells and delay by family:
kind	cells	cell delay (ps)
buffers and inverters	2	520
multiplexers	1	160
AND-OR/OR-AND	2	400
power by group through the flow:
stage | clock (mW) | combinational [mW] | sequential, mW
final | 0.0000000742 | 0.148 | 0
after global routing | 0 | 0.160 | 0
after CTS | 0 | 0.150 | 0
what timing repair did:
action	4_1_cts	5_1_grt
hold buffers	0	0
resized	55	3
buffers inserted	1	0
endpoints found under the setup margin	1	1
pin swaps	12	3
through the flow:
step	instance area, µm²	util [%]	std cells	power (mW)
after CTS	782	22.9	128	0.150
after global routing	779	22.8	128	0.160
final	782	22.9	129	0.148
after detailed placement	774	22.7	127	0.160
after global placement	774	22.7	127	0.159
after floorplan	325	-	41	0.0579
worst paths after layout:
kind                  startpoint  endpoint  slack (ps)  cells after the start
worst max-delay path       in[7]       out          -5                      5
worst min-delay path   select[0]       out        1230                      5
cell usage after synthesis (all sizes together):
cell / n
a211oi: 1
a21oi: 3
a22oi: 4
a311o: 1
and2: 1
and2b: 1
buf: 2
mux2i: 16
nand2: 6
nand2b: 1
nand3: 2
nand4b: 1
nor2: 1
nor2b: 1
cell families after synthesis:
family          Yosys count  share of synthesized area, %
compound gates            9                          19.2
buf+inv                   2                          9.62
mux                      16                          49.2
simple gates             14                          21.9
per-layer routing:
layer	GRT usage, %	part of all wire (%)	routed length (µm)	up-vias
li1	-	-	-	243
met5	0	0	0	-
met2	7.62	49	746	16
met4	0	0	0	0
met1	5.75	45	681	190
met3	1.14	6.4	97	0
layout make-up:
type,count,area [µm²]
Antenna cell,1,2.50
Timing Repair Buffer,43,398
Tap cell,46,57.6
Multi-Input combinational cell,39,324
Fill cell,393,2630
No activity file was given, so power comes from the tool's default toggle rates.
